===== /design/flow/design.v =====
module seq_detect_1011(seq_seen, inp_bit, reset, clk);
  output seq_seen;
  input inp_bit;
  input reset;
  input clk;
  parameter IDLE = 0,
            SEQ_1 = 1, 
            SEQ_10 = 2,
            SEQ_101 = 3,
            SEQ_1011 = 4;
  reg [2:0] current_state, next_state;
  assign seq_seen = current_state == SEQ_1011 ? 1 : 0;
  always @(posedge clk)
  begin
    if(reset)
    begin
      current_state <= IDLE;
    end
    else
    begin
      current_state <= next_state;
    end
  end
  always @(inp_bit or current_state)
  begin
    case(current_state)
      IDLE:
      begin
        if(inp_bit == 1)
        next_state = SEQ_1;
        else
          next_state = IDLE;
      end
      SEQ_1:
      begin
        if(inp_bit == 1)
          next_state = IDLE;
        else
          next_state = SEQ_10;
      end
      SEQ_10:
      begin
        if(inp_bit == 1)
          next_state = SEQ_101;
        else
          next_state = IDLE;
      end
      SEQ_101:
      begin
        if(inp_bit == 1)
          next_state = SEQ_1011;
        else
          next_state = IDLE;
      end
      SEQ_1011:
      begin
        next_state = IDLE;
      end
    endcase
  end
endmodule

===== /design/flow/run.sh =====
#!/bin/bash
# OpenROAD 26Q1-2900-gdf79404cd8, Yosys 0.63+post, stock flow scripts
make -C /OpenROAD-flow-scripts/flow DESIGN_CONFIG=/design/flow/config.mk WORK_HOME=/design/flow/orfs finish

===== /design/flow/config.mk =====
export PLATFORM = sky130hd
export DESIGN_NAME = seq_detect_1011
export DESIGN_NICKNAME = seq_detect_1011
export VERILOG_FILES = /design/flow/design.v
export SDC_FILE = /design/flow/constraint.sdc
export NUM_CORES = 4
export LEC_CHECK = 1
export CORE_AREA = 10 10 70 70
export DIE_AREA = 0 0 80 80

===== /design/flow/constraint.sdc =====
current_design seq_detect_1011

set clk_period 1.3
set clk_io_pct 0.2

create_clock -name clk0 -period $clk_period [get_ports {clk}]

set non_clock_inputs [all_inputs -no_clocks]
set_input_delay [expr $clk_period * $clk_io_pct] -clock clk0 $non_clock_inputs
set_output_delay [expr $clk_period * $clk_io_pct] -clock clk0 [all_outputs]

==> flow_summary.yaml <==
# yosys + openroad results
clock_tree:
  hold_buffers: 0
  cts_max_level: 1
  cts_buffers: 3
  cts_buffer_depth: 2
  clk_pin_slew_ns: 0.04
  cts-root-buf: "clkbuf_4"
  cts_tree: "yes"
routing:
  wl_per_cell_um: 6.22
  ant_nets: 0
  via_per_inst: 2.12
  routed_wl_um: 460
  drt_iter0_drc: 8
  drc: 0
  vias: 157
  num_antenna_cells: 0
  detail_route.first_pass.iterations: 3
sta:
  setup_violations: 0
  setup_tns_ns: 0
  unclocked_regs: 3
  period_minus_slack_ns: 1.17
  rsz0062_at_grt: "false"
  layout_setup_ws_ns: 0.127
  maxSlewHeadroom: 0.878
  finalHoldViolations: 0
  untimed_endpoints: 3
  fmax_mhz: 853
  finalCritPeriodShare: 0.902
  finalMaxSlewViolations: 0
  worstMarginPinSlew_ns: 0.182
final_layout:
  seq_area_um2: 105
  area_growth_pct: 83.3
  drive_gt1_frac: 0.321
  nFillCells: 402
  postLayoutCoreUtil: 0.0967
  comb_area_um2: 86.3
critical_path:
  cp.buffers_inverters: 1
  cp_cell_sequence: "nor3b_4 -> clkbuf_2"
  setup.worst_path.start_class: "register"
  crit_arrival_ns: 0.91
  cp_max_fo: 2
  path_class: "reg -> out"
  max_stage_delay_ns: 0.34
  worstSetupEndpointType: "primary output"
  cp-startpoint: "current_state[1]"
  cp_data_required_time_ns: 1.04
  cp_top_family: "flip-flops"
  worst_path_max_delay_cell: "dfxtp_1"
logic_synthesis:
  yosysWarnings: 1
  yosysChipArea_um2: 180
  synthTopCellsByArea: "dfxtp_1, dlxtn_1, nor2b_1, nor3b_1, or3b_1"
  synth.distinct_cells: 9
  syn_area_um2: 180
  largest_area_cell: "dfxtp_1"
  synth.avg_cell_area_um2: 10.6
  ys_ff: 6
  top_area_frac: 0.333
  ys_cells: 17
  syn_inst: 17
grt:
  grt_antenna_before_repair: 0
  grt_max_degree: 5
  grt_pass1_wl_um: 814
  grt_overflow_total: 0
  grt_usage: 0.0162
  grt_pass1_vias: 187
run:
  warnings: 25
  drv_cap: 0
power_and_ir_drop:
  ir_worst_vdd_uv: 150
  p_total_mw: 0.276
  leakage_nw: 0.126
  p_per_area_nw_per_um2: 834
floorplanning:
  dieWidth_um: 80
  core-area_um2: 3420
  dieArea_um2: 6400
  io_pins: 4
  die_h_um: 80
  fp-utilization: 0.0527
  rows: 21
outcome:
  status: "complete, no violations"
worst_hold_path:
  hold_path.startpoint: "reset"
  hold_path.class: "in -> reg"
placement:
  dp_slack_ns: -0.0704
  gp_congestion: 0.755
  port_buffers: 3
[where the power goes]
group          switching [mW]  internal, mW  leakage, nW
combinational         0.00508       0.00864       0.0633
sequential            0.00102        0.0940       0.0479
clock                  0.0517         0.115       0.0150
[layer usage]
metal,GRT usage,vias up,share of wire
met2,0.0185,4,0.32
met4,0.00704,0,0
met1,0.0200,73,0.50
met3,0.0148,0,0.18
met5,0,-,0
li1,-,80,-
[kinds of logic after synthesis]
| kind of cell | Yosys count | share of synthesized area |
|---|---|---|
| compound gates | 2 | 0.0694 |
| flops | 3 | 0.333 |
| simple gates | 9 | 0.347 |
| latches | 3 | 0.250 |
[placed cells by master (no fill, tap or decap)]
| master | n |
|---|---|
| clkbuf_1 | 1 |
| clkdlybuf4s50_1 | 2 |
| clkbuf_4 | 3 |
| nor2b_1 | 4 |
| dlxtn_1 | 3 |
| nor3b_4 | 1 |
| dfxtp_1 | 3 |
| o21a_1 | 1 |
| or3b_1 | 1 |
| buf_4 | 4 |
| a21oi_1 | 1 |
| nor3b_1 | 1 |
| and3_1 | 1 |
| nand3b_1 | 1 |
| clkbuf_2 | 1 |
[area by class of cell]
type	instances	area share
Sequential cell	6	0.318
Multi-Input combinational cell	11	0.261
Tap cell	46	0.174
Timing Repair Buffer	7	0.167
Clock buffer	4	0.0795
[synthesized netlist by cell type]
| cell | number |
|---|---|
| nor2b_1 | 4 |
| dfxtp_1 | 3 |
| and3_1 | 1 |
| a21oi_1 | 1 |
| or3b_1 | 1 |
| dlxtn_1 | 3 |
| o21a_1 | 1 |
| nand3b_1 | 1 |
| nor3b_1 | 2 |
[worst paths after layout]
path | endpoint | slack, ns | depth (start not counted)
setup / recovery | seq_seen | 0.13 | 2
hold / removal | current_state[1] | 0.64 | 2
[through the flow]
| step | instances | cell area, um2 | hold WS, ns |
|---|---|---|---|
| 6_report | 74 | 330 | 0.644 |
| 3_5_place_dp | 69 | 290 | 0.880 |
| 3_3_place_gp | 69 | 290 | 0.853 |
| 2_1_floorplan | 17 | 180 | 0.332 |
| 4_1_cts | 74 | 328 | 0.626 |
| 5_1_grt | 74 | 330 | 0.648 |
[sequential cells by signal, summed over array words and instances (netlist names)]
name           count
next_state         3
current_state      3
[what timing repair did]
item | CTS | global route
endpoints found under the setup margin | 1 | 1
setup buffers | 1 | 0
resized | 2 | 3
No activity file was given, so power comes from the tool's default toggle rates.
